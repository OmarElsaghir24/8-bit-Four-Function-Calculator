File: design/flow/config.mk
export PLATFORM = sky130hd
export DESIGN_NAME = UnsignedDivider
export DESIGN_NICKNAME = UnsignedDivider
export VERILOG_FILES = /design/flow/design.v
export SDC_FILE = /design/flow/constraint.sdc
export NUM_CORES = 4
export LEC_CHECK = 1
export CORE_UTILIZATION = 40
File: design/flow/constraint.sdc
current_design UnsignedDivider

set clk_period 6.9
set clk_io_pct 0.2

create_clock -name clk0 -period $clk_period [get_ports {Clock}]

set non_clock_inputs [all_inputs -no_clocks]
set_input_delay [expr $clk_period * $clk_io_pct] -clock clk0 $non_clock_inputs
set_output_delay [expr $clk_period * $clk_io_pct] -clock clk0 [all_outputs]
File: design/flow/design.v
module UnsignedDivider
(
   input [15:0] Dividend,
	input [7:0] Divisor,
	output [7:0] Quotient,
	output [7:0] Remainder,
	input Clock,
	input Start,
	output Done
);
   wire [8:0] alu_out;
	wire alu_cy;
	wire [8:0] mux_out;
	wire [8:0] mux_in;
	wire [8:0] R_out;
	wire [7:0] Q_out;
	wire [7:0] D_out;
	wire Rload;
	wire Qload;
	wire Dload;
	wire Rshift;
	wire Qshift;
	wire AddSub;
	wire Qbit;
	assign Remainder = R_out[7:0];
	assign mux_in = {1'b0, Dividend[15:8]};
	assign Quotient = Q_out;
	mux    #(9) Mux1 (alu_out,mux_in,mux_out,Qload);
	shiftreg #(9) Rreg (mux_out,R_out,Clock,Rload,Rshift,Q_out[7]);
	shiftreg #(8) Qreg (Dividend[7:0],Q_out,Clock,Qload,Qshift,Qbit);
	shiftreg #(8) Dreg (Divisor,D_out,Clock,Dload,1'b0,1'b0);
	alu     #(8) AdSb (R_out,D_out,alu_out,AddSub);
	dcontrol DivCtrl (Clock,Start,alu_out[8],AddSub,Dload,Rload,Qload,Rshift,Qshift,Done,Qbit);
endmodule 
module alu #(parameter N = 8)
(
   input [N:0] A,
	input [N-1:0] B,
	output [N:0] Result,
	input Sel
);
   assign Result = (Sel == 0) ? (A + B) : (A - B);
endmodule 
module dcontrol
(
   input Clock,
	input Start,
	input Rsign,
	output AddSub,
	output Dload,
	output Rload,
	output Qload,
	output Rshift,
	output Qshift,
	output Done,
	output Qbit
);
   parameter Inits = 4'h0;
	parameter Adds = 4'h1;
	parameter Subs1 = 4'h2;
	parameter Subs = 4'h3;
	parameter Shifts1 = 4'h4;
	parameter Shifts2 = 4'h5;
	parameter Shifts3 = 4'h6;
	parameter Shifts4 = 4'h7;
	parameter Restore = 4'h8;
	parameter Ends = 4'h9;
	reg [3:0] State;
	reg [2:0] Count;
   assign Rload = ((State == Inits) || (State == Subs1) || (State == Subs) || (State == Adds) || (State == Restore)) ? 1'b1 : 1'b0;
	assign Dload = (State == Inits) ? 1'b1 : 1'b0;
	assign Qload = (State == Inits) ? 1'b1 : 1'b0;
	assign AddSub = ((State == Adds) || (State == Restore)) ? 1'b0 : 1'b1;
	assign Rshift = ((State == Shifts1) || (State == Shifts2)) ? 1'b1 : 1'b0;
	assign Qshift = ((State == Shifts1) || (State == Shifts2) || (State == Shifts3) || (State == Shifts4)) ? 1'b1 : 1'b0;
	assign Qbit = ((State == Shifts1) || (State == Shifts3)) ? 1'b0 : 1'b1;
	assign Done = (State == Ends) ? 1'b1 : 1'b0;
   initial State = Inits;
	always @ (posedge Clock)
	begin 
	     if (State == Inits)
		        Count = 0;
		  else if ((State == Shifts1) || (State == Shifts2))
		     begin 
			       if (Count == 7)
					     Count = 0;
					 else 
					     Count = Count + 1;
			  end 
	 end 
	always @ (posedge Clock) begin 
	      case (State)
			    Ends: if (Start == 1'b1) State = Inits; else State = Ends;
				 Inits: State = Subs1;
				 Subs1: if (Rsign == 1'b1) State = Shifts1; else State = Shifts2;
				 Subs: if (Count == 0) begin if (Rsign == 1'b0) State = Shifts4; else State = Restore; end 
				 else if (Rsign == 1'b1) State = Shifts1;
				 else State = Shifts2;
				 Adds: if (Count == 0) begin if (Rsign == 1'b0) State = Shifts4;
				       else State = Restore; end 
						 else if (Rsign == 1'b1) State = Shifts1; else State = Shifts2;
				 Shifts1: State = Adds;
				 Shifts2: State = Subs;
				 Shifts3: State = Ends;
				 Shifts4: State = Ends;
				 Restore: State = Shifts3;
			endcase 
	end 
endmodule 
module mux #(parameter N = 8)
(
   input [N-1:0] A, B,
	output [N-1:0] Y,
	input S
);
   assign Y = (S == 0) ? A : B;
endmodule 
module shiftreg #(parameter N = 8)
(
   input [N-1:0] D,
	output reg [N-1:0] Q,
	input CLK,
	input LD,
	input SH,
	input SerIn
);
	always @ (posedge CLK)
	   begin 
		    if (LD == 1'b1)
			     Q = D;
				       else if (SH == 1'b1)
						     Q = {Q[N-2:0], SerIn};
			 else 
			     Q = Q;
	   end 
endmodule 
File: design/flow/run.sh
#!/bin/bash
# OpenROAD 26Q1-2900-gdf79404cd8, Yosys 0.63+post, stock flow scripts
make -C /OpenROAD-flow-scripts/flow DESIGN_CONFIG=/design/flow/config.mk WORK_HOME=/design/flow/orfs finish
==> results.json <==
{
  "rsz0062_at_grt": "false",
  "routed-via-count": 1534,
  "netlist_instances": 194,
  "worstMarginPinSlew_ns": 0.6516,
  "enable_flop_cells": 29,
  "numCtsBuffers": 5,
  "yosys.area.top_type": "edfxtp_1",
  "path_clk_slew_ns": 0.06,
  "die_y_um": 74.62,
  "ctsRootBufferMaster": "clkbuf_8",
  "met3WireLength_um": 230,
  "critPathKind": "reg2reg",
  "yosys.area.top_type_share_pct": 41.28,
  "ir_worst_vdd_mv": 0.2346,
  "post_cts_buffers": 0,
  "ys_area_mm2": 0.002110,
  "pre_cts_ws_ns": 3.339,
  "fp-row-count": 26,
  "crit_path_end_kind": "flop",
  "final_area_mm2": 0.002604,
  "htree_levels": 2,
  "grt_usage_pct": 16.54,
  "drt_iter0_drc": 56,
  "setup-tns-final_ns": 0,
  "drc_errors": 0,
  "hold_path_class": "reg2reg",
  "cts-resized-gates": 0,
  "num_antenna_cells": 0,
  "wl_per_cell_um": 13.51,
  "leakagePower_nw": 0.9559,
  "yosys_cells": 194,
  "viasPerCell": 5.113,
  "max_freq_mhz": 283.4,
  "wirelength_um": 4054,
  "insertion_delay_ns": 0.28,
  "dpl.hpwl_um": 2953,
  "wl_met2_um": 1798,
  "hold_viol": 0,
  "top_layer_used": "met4",
  "setup_viol": 0,
  "tool_warnings": 27,
  "topCellsByArea": "edfxtp_1 (41%), ha_1 (7.7%), mux2_2 (4.8%)",
  "clock_skew_ns": 0.004823,
  "dr.pass1.iters": 6,
  "grt_pass1_vias": 1482,
  "cts_tree": "yes",
  "core_area_mm2": 0.005107,
  "fin_cells": 300,
  "status": "finished clean",
  "yosysSeqAreaShare_pct": 44.13,
  "fp_util_pct": 41.30,
  "whs_ns": 0.5023,
  "slew_viol_final": 0,
  "worstSetupStartpointType": "flop",
  "cts_num_sinks": 32,
  "syn-cell-area_mm2": 0.002110,
  "fin_ws_ns": 3.371,
  "hold_buffers": 0,
  "port_buffers": 42,
  "grt_max_degree": 27,
  "areaGrowthSynthToFinish_pct": 23.43,
  "final_layout_size_suffix_gt1_share_pct": 10.43,
  "cts_buffer_depth": 2,
  "final_core_util_pct": 50.98,
  "async_reset_ff_share_pct": 0,
  "critPathRequiredTime_ns": 6.93,
  "power_density_mw_per_mm2": 596.5,
  "die-area_mm2": 0.005568,
  "slew_headroom_pct": 56.40,
  "worstPathArrival_ns": 3.56,
  "num_io_pins": 43,
  "final_antenna_net_count": 0,
  "critPathMaxFanout": 15,
  "met1_length_um": 1949,
  "post-place-cells": 292,
  "ys_types": 41,
  "fillCellCount": 483,
  "synth_flop_count": 32,
  "yosysWarnings": 3,
  "grt_pass1_wl_um": 6720,
  "period_needed_ns": 3.529,
  "maxCapViolCount": 0,
  "gp_congestion": 0.7901,
  "overflow": 0,
  "post-route-period-util_pct": 51.14,
  "placed_area_mm2": 0.002524,
  "die_w_um": 74.62,
  "antenna_found_initial": 0,
  "ff_type": "edfxtp_1",
  "syn_area_per_cell_um2": 10.87,
  "p_total_mw": 1.553
}
==> state kept, by name (all words and copies together) (netlist names) <==
register       cells
DivCtrl.State      4
Dreg.Q             8
DivCtrl.Count      3
Rreg.Q             9
Qreg.Q             8
==> critical path, stage by stage (launching register included) <==
cell and delay [ns]:
edfxtp_1 0.65, xnor2_4 0.25, nor3_4 0.33, mux2_2 0.41, fa_1 0.45, a211oi_1 0.31, o211ai_1 0.14, a21oi_1 0.17
xnor3_2 0.32, a22o_1 0.25
==> cells in the final DEF, fill, tap and decap left out, drive strengths merged, types with 2 or more instances in the layout <==
master          n
edfxtp         29
dfxtp           3
nor2           23
inv             9
xor2            8
ha             13
mux2            9
nor4            2
nand2          11
o211ai          2
o21ai           8
a211oi          4
buf             2
mux2i           3
clkbuf          7
a21o            3
a31oi           6
a32o            3
xnor2           3
o22ai           2
clkdlybuf4s50  42
nand3           2
a21oi          13
nor3            9
==> cells by family (layout without fill, tap and decap cells) <==
group           after synthesis  after routing  synth area share, %
mux                          12             12                6.228
fa+ha+maj                    14             14                8.660
simple gates                 52             52                12.34
xor+xnor                     12             12                6.584
buf+inv                      25             61                6.761
compound gates               47             47                15.30
flops                        32             32                44.13
==> Yosys cell counts (all sizes together), types with 2 or more instances <==
cell type	n
a211oi	4
a21o	3
a21oi	13
a31oi	6
a32o	3
buf	12
clkbuf	4
dfxtp	3
edfxtp	29
ha	13
inv	9
mux2	9
mux2i	3
nand2	11
nand3	2
nor2	23
nor3	9
nor4	2
o211ai	2
o21ai	8
o22ai	2
xnor2	3
xor2	8
==> metal layers <==
layer	track usage, %	vias up
li1	-	773
met1	25.86	710
met2	25.43	44
met3	4.342	7
met4	1.887	0
met5	0	-
==> area by class of cell <==
class | count | area [um^2] | area share [%]
clock buffers | 7 | 76.32 | 2.931
inverters | 9 | 33.78 | 1.297
clock inverters | 1 | 3.754 | 0.1442
repair buffers | 44 | 435.4 | 16.72
flip-flops and latches | 32 | 930.9 | 35.75
multi-input cells | 137 | 1036 | 39.79
well taps | 70 | 87.58 | 3.364
==> power by group <==
| part | internal, mW | total [mW] | switching (mW) |
|---|---|---|---|
| sequential | 0.365 | 0.475 | 0.109 |
| combinational | 0.481 | 0.945 | 0.464 |
| clock | 0.0701 | 0.133 | 0.0631 |
==> worst paths after layout <==
kind | from | to | slack, ns | cells after the start
max | DivCtrl.State[3] | Rreg.Q[8] | 3.37 | 9
min | DivCtrl.Count[1] | DivCtrl.Count[1] | 0.50 | 1
max reg2reg | DivCtrl.State[3] | Rreg.Q[8] | 3.37 | 9
min reg2reg | DivCtrl.Count[1] | DivCtrl.Count[1] | 0.50 | 1
Power is estimated from default activity; no workload was simulated.
