--- design/flow/run.sh ---
#!/bin/bash
# OpenROAD 26Q1-2900-gdf79404cd8, Yosys 0.63+post, stock flow scripts
make -C /OpenROAD-flow-scripts/flow DESIGN_CONFIG=/design/flow/config.mk WORK_HOME=/design/flow/orfs finish
--- design/flow/config.mk ---
export PLATFORM = sky130hd
export DESIGN_NAME = ArithmeticUnit
export DESIGN_NICKNAME = ArithmeticUnit
export VERILOG_FILES = /design/flow/design.v
export SDC_FILE = /design/flow/constraint.sdc
export NUM_CORES = 4
export LEC_CHECK = 1
export CORE_AREA = 10 10 92 92
export DIE_AREA = 0 0 102 102
--- design/flow/constraint.sdc ---
current_design ArithmeticUnit

set clk_period 7.5
set clk_io_pct 0.2

create_clock -name clk0 -period $clk_period [get_ports {LoadR}]

set non_clock_inputs [all_inputs -no_clocks]
set_input_delay [expr $clk_period * $clk_io_pct] -clock clk0 $non_clock_inputs
set_output_delay [expr $clk_period * $clk_io_pct] -clock clk0 [all_outputs]
--- design/flow/design.v ---
module ArithmeticUnit
(
   input Clock,
	input Reset,
	input LoadAH, LoadAL, LoadA, LoadB, LoadR,
	input AddSub, 
	input [7:0] A, B,
	output reg [15:0] Rout,
	output OVR, NEG, ZERO
);
   wire zero, zero1, ovr, ovr1, Done1;
   wire [7:0] AoutH, AoutL, Bout, B1, Result;
	wire [15:0] R, R1, R2, R3, Dividend;
	GCLAAddSub #(8) GCLAAddSub_inst
	(
	   .Aout(A),
		.Bout(B),
		.AddSubtract(AddSub),
		.OVR(ovr),
		.R(Result)
	);
	ConCodeLogic #(8) ConCodeLogic_inst
	(
	   .R(Result),
		.NEG(NEG),
		.ZERO(zero)
	);
	NBitRegister #(8) NBitRegister_R
	(
	   .D(Result),
		.CLK(LoadR),
		.CLR(Reset),
		.Q(Rout)
	);
	NBitRegister #(2) NBitRegister_inst
	(
	   .D({zero,ovr}),
		.CLK(LoadR),
		.CLR(Reset),
		.Q({ZERO,OVR})
	);
endmodule 
module ConCodeLogic #(parameter N = 4)
(
    input [N-1:0] R,
	 output NEG, OVR, ZERO
);
	 assign ZERO = 8'b0 == R;
	 assign NEG = R[7];
endmodule 
module GCLA #(parameter N = 4)
(
   input [N-1:0] A, B,
	input Cin,
	output OVR,
	output logic Pout, Gout,
	output logic [N-1:0] S
);
   logic [N:0] C;
	logic [N-1:0] P, G;
   assign P[0] = A[0] ^ B[0];
	assign P[1] = A[1] ^ B[1];
	assign P[2] = A[2] ^ B[2];
	assign P[3] = A[3] ^ B[3];
	assign G[0] = A[0] & B[0];
   assign G[1] = A[1] & B[1];
   assign G[2] = A[2] & B[2];
   assign G[3] = A[3] & B[3];
	assign C[0] = Cin;
	assign C[1] = G[0] | (P[0] & C[0]);
	assign C[2] = G[1] | (P[1] & C[1]);
	assign C[3] = G[2] | (P[2] & C[2]);
   assign C[4] = G[3] | (P[3] & C[3]);
   assign S[0] = (A[0] ^ B[0]) ^ C[0];
   assign S[1] = (A[1] ^ B[1]) ^ C[1];
   assign S[2] = (A[2] ^ B[2]) ^ C[2];
   assign S[3] = (A[3] ^ B[3]) ^ C[3];
	assign Pout = P[3] & P[2] & P[1] & P[0];
	assign Gout = G[3] | (G[2] & P[3]) | (G[1] & P[3] & P[2]) | (G[0] & P[3] & P[2] & P[1]);
	assign OVR = C[4] ^ C[3];
endmodule	
module GCLAAddSub #(parameter N = 8)
(
   input [N-1:0] Aout, Bout,
	input AddSubtract,
	output Cout,
	output OVR,
	output logic [N-1:0] R
);
	logic [N-1:0] S, P, G, C, B2, A2, R1;
	logic Pout1, Pout2, Gout1, Gout2;
	logic C4;
	assign B2 = AddSubtract? ~Bout:Bout;
   GCLA #(4) GCLA_inst1
	(
	   .A(Aout[3:0]),
	   .B(B2[3:0]),
	   .Cin(AddSubtract),
	   .S(S[3:0]),
		.Pout(Pout1),
		.Gout(Gout1)
	 );
	 GCLACircuit #(4) GCLACircuit_inst1
	 (
		.Pin1(Pout1),
		.Gin1(Gout1),
		.Cin(AddSubtract),
		.C4(C4)
	 );
	 GCLA #(4) GCLA_inst2
	 (
	   .A(Aout[7:4]),
		.B(B2[7:4]),
		.Cin(C4),
		.S(S[7:4]),
		.Pout(Pout2),
		.Gout(Gout2),
		.OVR(OVR)
	 );
	 GCLACircuit #(4) GCLACircuit_inst2
	 (
		.Pin1(Pout1),
		.Gin1(Gout1),
		.Pin2(Pout2),
		.Gin2(Gout2),
		.Cin(AddSubtract),
		.Cout(Cout)
	 );
	 assign R1 = S;
	 assign R = AddSubtract? ~R1+1:R1;
endmodule 	 
module GCLACircuit #(parameter N = 4)
(
   input  Pin1, Gin1, Pin2, Gin2,
	input Cin,
	output C4,
	output Cout
);
   logic P_sum, G_sum;
	assign C4 = Gin1 | (Pin1 & Cin);
	assign Cout = Gin2 | (Gin1 & Pin2) | (Pin2 & Pin1 & Cin);
endmodule 
module NBitRegister #(parameter N = 4)
(
    input [N-1:0] D,
	 input CLK, CLR,
	 output logic [N-1:0] Q
);
    always_ff @ (posedge CLK, negedge CLR)
	        begin 
			        if (CLR == 1'b0) Q <= 0;
					      else if (CLK == 1'b1) Q <= D;
			  end 
endmodule 
==> flow_results.xml <==
<?xml version="1.0" encoding="UTF-8"?>
<metrics>
  <group name="sta">
    <metric name="fmaxAchievable" unit="MHz">143</metric>
    <metric name="fin_tns_setup" unit="ps">0</metric>
    <metric name="setup_repair_after_global_routing_missed_its_margin" unit="">no</metric>
    <metric name="whs" unit="ps">1570</metric>
    <metric name="fin_crit_sh" unit="">0.935</metric>
    <metric name="setup_viol" unit="">0</metric>
    <metric name="post_route_setup_slack" unit="ps">491</metric>
    <metric name="final.min_clock_period" unit="ps">7010</metric>
    <metric name="report.final.hold_viol_count" unit="">0</metric>
    <metric name="slew_viol_final" unit="">0</metric>
  </group>
  <group name="synthesis">
    <metric name="top_post_synthesis_cells_by_area" unit="">sky130_fd_sc_hd__dfrtp_1, sky130_fd_sc_hd__fa_1, sky130_fd_sc_hd__xnor2_1, sky130_fd_sc_hd__xor2_1, sky130_fd_sc_hd__ha_1</metric>
    <metric name="enable_flop_cells" unit="">0</metric>
    <metric name="syn-cell-area" unit="um^2">812</metric>
    <metric name="synth.top_cells.by_count" unit="">sky130_fd_sc_hd__dfrtp_1, sky130_fd_sc_hd__xnor2_1, sky130_fd_sc_hd__buf_4, sky130_fd_sc_hd__inv_1, sky130_fd_sc_hd__xor2_1</metric>
    <metric name="post_synth_ao_oa_area_fraction" unit="">0.0555</metric>
    <metric name="synth_top_flop_cell" unit="">sky130_fd_sc_hd__dfrtp_1</metric>
    <metric name="topCombFamilyByArea" unit="">adder cells</metric>
    <metric name="synth.mux.area_fraction" unit="">0.0139</metric>
    <metric name="ys_sh_simple" unit="">0.0878</metric>
    <metric name="ys_seq_elements" unit="">10</metric>
    <metric name="synth_dominant_cell_count" unit="">sky130_fd_sc_hd__dfrtp_1</metric>
    <metric name="syn-mean-instance-area" unit="um^2">10.4</metric>
    <metric name="synthXorXnorAreaFrac" unit="">0.183</metric>
    <metric name="async_reset_ff_frac" unit="">1.00</metric>
    <metric name="ys_chip_area" unit="um^2">812</metric>
    <metric name="ys_seq_share" unit="">0.308</metric>
    <metric name="yosysWarningCount" unit="">3</metric>
    <metric name="yosys-stat-cells" unit="">78</metric>
    <metric name="syn_inst" unit="">78</metric>
    <metric name="synth_adder_area_share" unit="">0.225</metric>
    <metric name="yosys.area.top_type" unit="">sky130_fd_sc_hd__dfrtp_1</metric>
    <metric name="netlist-cell-type-count" unit="">22</metric>
    <metric name="yosysTopAreaCellShare" unit="">0.308</metric>
  </group>
  <group name="setup_path">
    <metric name="category_of_the_worst_setup_path_launch_point" unit="">input pin</metric>
    <metric name="setup.worst_path.class" unit="">in2out</metric>
    <metric name="critical_path.startpoint" unit="">AddSub</metric>
    <metric name="critPathRequiredTime" unit="ps">6000</metric>
    <metric name="timing.critical_path.to" unit="">NEG</metric>
    <metric name="worst-path-max-fanout" unit="">8</metric>
    <metric name="critical_path.endpoint_type" unit="">output pin</metric>
    <metric name="crit_path_dat" unit="ps">5510</metric>
  </group>
  <group name="cts">
    <metric name="number_of_gates_resized_after_cts" unit="">0</metric>
    <metric name="post_cts_buffers" unit="">0</metric>
    <metric name="cts.root.buffer_cell" unit="">sky130_fd_sc_hd__clkbuf_8</metric>
    <metric name="cts_hold_buf" unit="">0</metric>
    <metric name="cts.sinks" unit="">10</metric>
    <metric name="cts_inserted_buffers" unit="">3</metric>
    <metric name="clock_tree_from_tritoncts" unit="">built</metric>
    <metric name="ctsLongestPathBuffers" unit="">2</metric>
    <metric name="clkTransAtPathRegs" unit="ps">40</metric>
    <metric name="cts_htree_levels" unit="">1</metric>
  </group>
  <group name="status">
    <metric name="outcome" unit="">finished, final reports clean</metric>
  </group>
  <group name="power_and_ir_drop">
    <metric name="share_comb_of_total_power" unit="">0.471</metric>
    <metric name="sw_frac_of_total" unit="">0.267</metric>
    <metric name="clock_power_share" unit="">0.214</metric>
    <metric name="max-vdd-ir-drop" unit="V">0.0000483</metric>
    <metric name="power.internal" unit="W">0.000176</metric>
    <metric name="switching_power_of_the_nets" unit="W">0.0000640</metric>
    <metric name="power_density" unit="nW/um^2">199</metric>
    <metric name="power.leakage" unit="nW">0.502</metric>
    <metric name="share_of_power_burned_in_registers" unit="">0.315</metric>
  </group>
  <group name="routing">
    <metric name="drt_pass1_iterations" unit="">3</metric>
    <metric name="wl_per_cell" unit="um">9.81</metric>
    <metric name="insertedDiodeCount" unit="">0</metric>
    <metric name="dr_wl_met2" unit="um">785</metric>
    <metric name="sum_of_met3_wire_segment_lengths_after_detailed_routing" unit="um">238</metric>
    <metric name="vias" unit="">549</metric>
    <metric name="route.final.wire_length" unit="um">1810</metric>
    <metric name="wirelength_met1" unit="um">779</metric>
    <metric name="antenna_left" unit="">0</metric>
    <metric name="detail_route.iter0.violations" unit="">4</metric>
    <metric name="uppermost_layer_routed" unit="">met4</metric>
    <metric name="vias_per_cell" unit="">2.97</metric>
    <metric name="route.detailed.drc" unit="">0</metric>
  </group>
  <group name="place">
    <metric name="final_estimated_routing_congestion_in_global_placement" unit="">0.731</metric>
    <metric name="port_buffers" unit="">29</metric>
    <metric name="place_ws" unit="ps">410</metric>
  </group>
  <group name="floorplanning">
    <metric name="floorplan.die_area" unit="um^2">10400</metric>
    <metric name="boundary_pin_count" unit="">43</metric>
    <metric name="fp_util" unit="">0.126</metric>
    <metric name="die_y" unit="um">102</metric>
    <metric name="core_area" unit="um^2">6460</metric>
    <metric name="num_rows" unit="">29</metric>
    <metric name="die_width" unit="um">102</metric>
  </group>
  <group name="global_routing">
    <metric name="grt-ovfl-total" unit="">0</metric>
    <metric name="pin_count_of_the_biggest_net_entering_global_routing" unit="">13</metric>
    <metric name="grt_pass1_wl" unit="um">3100</metric>
    <metric name="grt_pass1_vias" unit="">671</metric>
    <metric name="grt.total_usage" unit="">0.0364</metric>
    <metric name="number_of_antenna_violations_at_the_first_check_in_global_routing" unit="">0</metric>
  </group>
  <group name="run">
    <metric name="stage_log_warnings" unit="">30</metric>
    <metric name="cap_viol_max_count" unit="">0</metric>
  </group>
  <group name="hold_path">
    <metric name="timing.hold.worst.class" unit="">in2async</metric>
  </group>
  <group name="final_layout">
    <metric name="comb_area" unit="um^2">489</metric>
    <metric name="layout-drive-gt1-share" unit="">0.0463</metric>
    <metric name="final-seq-area" unit="um^2">250</metric>
    <metric name="areaGrowthSynthToFinish" unit="%">48.4</metric>
    <metric name="n_fill_cell" unit="">722</metric>
  </group>
</metrics>
sequential cells by signal (all words and copies together) (netlist names):
name,cells
NBitRegister_R.Q,8
NBitRegister_inst.Q,2
stage by stage:
stage	total power, W	utilization	area (um^2)	cells
after floorplan	0.000130	-	838	85
after CTS	0.000246	0.187	1200	185
after detailed placement	0.000193	0.180	1160	182
after global placement	0.000191	0.180	1160	182
after global routing	0.000264	0.187	1200	185
final	0.000240	0.187	1200	185
final cells by class:
| type | count | area share |
|---|---|---|
| tap | 77 | 0.0800 |
| timing repair buffer | 30 | 0.247 |
| clock buffer | 3 | 0.0343 |
| sequential | 10 | 0.208 |
| inverter | 8 | 0.0249 |
| multi-input combinational | 57 | 0.406 |
worst max-delay path, cell delays in order:
cell	delay [ps]
sky130_fd_sc_hd__clkdlybuf4s50_1	610
sky130_fd_sc_hd__xor2_1	250
sky130_fd_sc_hd__ha_1	330
sky130_fd_sc_hd__a21oi_1	80
sky130_fd_sc_hd__nor2b_1	100
sky130_fd_sc_hd__o21ai_0	80
sky130_fd_sc_hd__nand2b_1	80
sky130_fd_sc_hd__a21oi_1	80
sky130_fd_sc_hd__fa_1	380
sky130_fd_sc_hd__fa_1	370
sky130_fd_sc_hd__inv_1	80
sky130_fd_sc_hd__fa_1	450
sky130_fd_sc_hd__o31ai_1	300
sky130_fd_sc_hd__xor2_1	270
sky130_fd_sc_hd__clkdlybuf4s50_1	540
metal layers:
metal,GRT usage,up-vias
met5,0,-
met4,0.00651,0
met3,0.0177,2
met2,0.0598,27
met1,0.0426,230
li1,-,290
how the worst min path moves through the flow:
| stage | slack [ps] | cells past startpoint | end | from |
|---|---|---|---|---|
| finish | 1570 | 1 | NBitRegister_R.Q[5]$_DFF_PN0_ | Reset |
| global route | 1610 | 1 | NBitRegister_inst.Q[1]$_DFF_PN0_ | Reset |
| CTS | 1580 | 1 | NBitRegister_R.Q[5]$_DFF_PN0_ | Reset |
kinds of logic after synthesis:
kind of cell	Yosys count
buf+inv	18
simple gates	12
compound gates	8
fa+ha+maj	11
xor+xnor	17
flops	10
other cells	1
mux	1
power by group through the flow:
| stage | clock network [W] | registers (W) | logic (W) |
|---|---|---|---|
| CTS | 0.0000537 | 0.0000759 | 0.000117 |
| global route | 0.0000553 | 0.0000778 | 0.000131 |
| finish | 0.0000513 | 0.0000755 | 0.000113 |
cell usage in the layout, fill, tap and decap left out, drive strengths merged:
cell / n
a21oi: 2
buf: 1
clkbuf: 3
clkdlybuf4s50: 29
conb: 8
dfrtp: 10
fa: 6
ha: 5
inv: 8
mux2: 1
nand2: 3
nand2b: 3
nor2b: 1
nor3: 2
nor4bb: 1
o21ai: 4
o31ai: 2
or2: 1
or3b: 1
xnor2: 9
xor2: 8
Power is estimated from default activity; no workload was simulated.
