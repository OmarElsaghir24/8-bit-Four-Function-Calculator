--- /design/flow/run.sh ---
#!/bin/bash
# OpenROAD 26Q1-2900-gdf79404cd8, Yosys 0.63+post, stock flow scripts
make -C /OpenROAD-flow-scripts/flow DESIGN_CONFIG=/design/flow/config.mk WORK_HOME=/design/flow/orfs finish
--- /design/flow/config.mk ---
export PLATFORM = sky130hd
export DESIGN_NAME = SignedMultiplier
export DESIGN_NICKNAME = SignedMultiplier
export VERILOG_FILES = /design/flow/design.v
export SDC_FILE = /design/flow/constraint.sdc
export NUM_CORES = 4
export LEC_CHECK = 1
export CORE_UTILIZATION = 30
--- /design/flow/constraint.sdc ---
current_design SignedMultiplier

set clk_period 5.2
set clk_io_pct 0.2

create_clock -name clk0 -period $clk_period [get_ports {Clock}]

set non_clock_inputs [all_inputs -no_clocks]
set_input_delay [expr $clk_period * $clk_io_pct] -clock clk0 $non_clock_inputs
set_output_delay [expr $clk_period * $clk_io_pct] -clock clk0 [all_outputs]
--- /design/flow/design.v ---
module MultControl
(
   input Clock, Reset, Q0, C0,
	output Start, Add, Shift, Halt
);
   reg [4:0] state;
	parameter StartS = 5'b00001, TestS = 5'b00010, AddS = 5'b00100, ShiftS = 5'b01000, HaltS = 5'b10000;
	reg [1:0] Counter;
	always @ (posedge Clock, negedge Reset)
	   if (Reset == 0) 
		       state <= StartS;
		   else 
			   case (state)
				   StartS: state <= TestS; 
					TestS: if (Q0) state <= AddS;
					          else state <= ShiftS;
					AddS: state <= ShiftS;
					ShiftS: if (C0) state <= HaltS;
					           else state <= TestS;
					HaltS: state <= HaltS;
			   endcase 
	assign Start = state[0];
	assign Add = state[2];
	assign Shift = state[3];
	assign Halt = state[4];
endmodule 
module SignedMultiplier
(
    input Clock, Reset,
	 input [7:0] Multiplicand,
	 input [7:0] Multiplier,
	 output [15:0] Product,
	 output reg Done,
	 output Halt
);
     reg [7:0] RegQ;
	  reg [16:0] RegA, RegM;
	  reg [2:0] Count;
	  wire C0, Start, Add, Shift;
	  int i;
	  assign Product = {RegA[7:0],RegQ};
	  always @ (posedge Clock)
	      if (Start == 1) Count <= 3'b000;
			else if (Shift == 1) Count <= Count + 1;
	  assign C0 = Count[2] & Count[1] & Count[0];
	  always @ (posedge Clock)
	        if (Start == 1)  
			  begin 
			        for (i = 7; i <= 15; i = i + 1) RegM[i] <= Multiplicand[7];
					  for (i = 0; i <= 6; i = i + 1)  RegM[i] <= Multiplicand[i];
			  end 
	  always @ (posedge Clock)
	      if (Start == 1) RegQ <= Multiplier;
			else if (Shift == 1) RegQ <= {RegA[0],RegQ[7:1]};
	  always @ (posedge Clock)
	      if (Start == 1)  RegA <= 16'b000000000;
			else if (Add == 1 && Count == 7) RegA <= RegA - RegM;
			          else if (Add == 1 && Count != 7) RegA <= RegA + RegM; 
			else if (Shift == 1) RegA <= RegA >>> 1; 
		always @ (posedge Clock, negedge Reset)
		     if(Reset == 0) Done = 1'b0; else if (Halt == 1) Done = 1'b1;
			       else Done = 1'b0;
	  MultControl Ctrl (Clock,Reset,RegQ[0],C0,Start,Add,Shift,Halt);
endmodule 
==> out/summary.txt <==
LEAKAGE = 1.69 nW
Endpoints failing setup = 0
Slew at the pin closest to its max-slew limit = 0.608 ns
CP endpoint kind = flip-flop
H-tree depth = 2
Yosys cell count = 419
EDFF count, synth = 16
Dominant cell type by area after synthesis = edfxtp_1
Syn avg cell area = 8.55 um2
First-pass GRT wire length = 15,500 um
Syn Std Cell Area = 3580 um2
CP required = 5.37 ns
DP Area = 3980 um2
Final Wtd Congestion = 0.898
Global route total overflow = 0
FF-to-FF setup slack = 2.15 ns
Status = finished clean
CTS tree = yes
Largest net degree at the start of global routing = 43
DR vias = 3,150
Resized cells post-CTS = 0
Setup repair bufs after CTS = 0
# Max-Cap Violations = 0
Reg-to-Reg End = RegA[14]$_SDFFE_PP0P_
Cell Type Count = 66
Crit path arrival time = 3.22 ns
Final instance area = 4170 um2
Core area = 11,500 um2
Crit path max fanout = 10
Setup_tns = 0 ns
Finished Core Util = 36.2%
Hold Buf Count CTS = 0
Die area = 12,400 um2
Crit path from = RegM[7]$_DFFE_PP_
Clock skew = 0.00725 ns
Max-area cell share = 13.4%
Min Tclk post-route = 3.05 ns
Vias in the first global route = 3,078
Fraction of registers with async set/reset = 14.3%
Worst min path class = flip-flop to flip-flop
Share of post-route cells with drive strength above 1 = 7.41%
Clock-pin slew on the worst setup and hold paths = 0.07 ns
Seq share, synth = 28.8%
Highest clock rate = 0.328 GHz
Routed len/inst = 16.0 um
CTS Root Cell = clkbuf_16
CTS Buf Count = 5
Worst vdd ir = 0.146 mV
RR Startpoint = RegM[7]$_DFFE_PP_
Top cells by area = edfxtp_1 (13%), ha_1 (12%), dfxtp_1 (11%)
Critical Path Sink = RegA[14]$_SDFFE_PP0P_
Final Hold Fails = 0
Final worst path period share = 58.6%
Detail Route Antenna Nets = 0
Ys flop type = dfxtp_1
Chip Width = 111 um
Final WL = 9170 um
Tool warnings = 41
Fin. max-slew vios = 0
Drt pass-1 iters = 5
Initial antenna violation count = 0
# DRC = 0
CTS Sinks = 42
Layout area overhead = 16.5%
Floorplan core density = 31.1%
Pwr/cell area = 185 nW/um2
Synthesized instance count = 419
Chip area in the Yosys report = 3580 um2
# rows = 39
Late-Pin Clk Latency = 0.29 ns
Hpwl dp = 6600 um
Via-per-instance ratio = 5.48
Clock buffer depth = 2
Count of input and output buffers = 35
Ant diodes = 0
Fill cells = 1,152
Max transition margin = 59.0%
Synth warn = 3
FF+latch count, synth = 42
RSZ-0062 raised after global routing = false
Total I/O pin count = 36
Die Y = 111 um
Critical Path Start Type = flip-flop
Total GRT Usage = 15.8%
Critical path class = flip-flop to flip-flop
Starting DRC count in detailed routing = 207
R2R cell count = 8
[worst max-delay path: stages, from the launching register on]
cell      delay [ns]
edfxtp_1        0.58
inv_1           0.29
ha_1            0.48
nand2b_1        0.20
a221oi_1        0.48
nor3_1          0.10
a211oi_1        0.48
mux2i_1         0.24
a211oi_1        0.08
[cells in the final DEF (no fill, tap or decap), drive strengths merged, types with 3 or more instances in the layout]
cell type,netlist,routed
a211oi,24,24
a21o,8,8
a21oi,29,29
a311oi,4,4
a31oi,3,3
and2,3,3
and3,3,3
and4,3,3
buf,12,4
clkbuf,22,5
clkdlybuf4s50,0,35
dfrtp,5,5
dfxtp,20,20
edfxtp,16,16
ha,34,34
inv,28,28
mux2,11,11
mux2i,7,7
nand2,12,12
nand2b,5,5
nand3,8,8
nor2,37,37
nor2b,12,12
nor3,14,14
o21a,6,6
o21ai,25,25
o311ai,3,3
o31a,5,5
o31ai,5,5
or3,3,3
xnor2,9,9
[final cells by class]
| type | count | area [um2] | share of cell area [%] |
|---|---|---|---|
| repair buffers | 39 | 380 | 9.12 |
| flip-flops and latches | 42 | 1030 | 24.7 |
| well taps | 143 | 179 | 4.29 |
| multi-input cells | 315 | 2280 | 54.7 |
| clock inverters | 3 | 68.8 | 1.65 |
| inverters | 28 | 105 | 2.52 |
| clock buffers | 5 | 125 | 3.00 |
[layer usage]
metal | part of all wire [%] | track usage [%]
met4 | 1.5 | 2.25
met5 | 0 | 0
met3 | 6.2 | 3.46
met2 | 45 | 25.0
met1 | 47 | 23.0
[synth_stat cells (5+ instances only)]
cell / number
dfxtp_1: 20
nor2_1: 37
mux2i_1: 7
nor2b_1: 12
a21o_1: 8
a21oi_1: 29
edfxtp_1: 16
a211oi_1: 24
o21a_1: 6
buf_4: 9
nand3_1: 8
o31ai_1: 5
clkbuf_1: 22
inv_1: 27
o21ai_0: 25
nor3_1: 14
xnor2_1: 9
o31a_1: 5
ha_1: 34
nand2_1: 12
dfrtp_1: 5
nand2b_1: 5
mux2_2: 11
[worst min path at each step]
stage | start | to | slack (ns) | cells after the start
4_1_cts | RegA[14]$_SDFFE_PP0P_ | RegA[14]$_SDFFE_PP0P_ | 0.56 | 2
5_1_grt | Ctrl.state[4]$_DFFE_PN0P_ | Done$_DFF_PN0_ | 0.59 | 0
6_report | Ctrl.state[4]$_DFFE_PN0P_ | Done$_DFF_PN0_ | 0.56 | 0
[logic make-up after synthesis]
logic type	share of synthesized area [%]
XOR/XNOR	2.69
AND/OR/NAND/NOR	16.4
multiplexers	5.42
flip-flops	28.8
buffers and inverters	7.44
AND-OR/OR-AND	26.3
adder cells (fa/ha/maj)	13.0
[through the flow]
stage / hold WS, ns / power, W / setup slack (ns) / instances
after floorplan: 0.476 / 0.000348 / 2.59 / 419
after global routing: 0.594 / 0.000795 / 1.96 / 575
after detailed placement: 0.544 / 0.000361 / 2.19 / 567
after CTS: 0.561 / 0.000781 / 2.18 / 575
final: 0.559 / 0.000770 / 2.15 / 575
after global placement: 0.542 / 0.000361 / 2.23 / 567
[power by group]
part,switching (W),internal (W)
Combinational,0.00000233,0.0000110
Clock,0.000140,0.000276
Sequential,0,0.000340
Total,0.000143,0.000628
[sequential cells by signal (all words and copies together) (netlist names)]
name        count
Count           3
Ctrl.state      5
Done            1
RegA           17
RegM            8
RegQ            8
Power figures rest on the tool's default switching activity, not on a simulated workload.
